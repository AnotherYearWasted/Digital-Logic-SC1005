`flow/run.sh`:
```
#!/bin/bash
# OpenROAD 26Q1-2900-gdf79404cd8, Yosys 0.63+post, stock flow scripts
make -C /OpenROAD-flow-scripts/flow DESIGN_CONFIG=/design/flow/config.mk WORK_HOME=/design/flow/orfs finish
```
`flow/config.mk`:
```
export PLATFORM = sky130hd
export DESIGN_NAME = Lab5_top
export DESIGN_NICKNAME = Lab5_top
export VERILOG_FILES = /design/flow/design.v
export SDC_FILE = /design/flow/constraint.sdc
export NUM_CORES = 4
export LEC_CHECK = 1
export CORE_UTILIZATION = 50
```
`flow/constraint.sdc`:
```
current_design Lab5_top

set clk_period 3.5
set clk_io_pct 0.2

create_clock -name clk0 -period $clk_period [get_ports {clk}]

set non_clock_inputs [all_inputs -no_clocks]
set_input_delay [expr $clk_period * $clk_io_pct] -clock clk0 $non_clock_inputs
set_output_delay [expr $clk_period * $clk_io_pct] -clock clk0 [all_outputs]
```
`flow/design.v`:
```
`timescale 1ns / 1ps
module Lab5_top(
    input clk,
    input rst,
    input sel,
    input [0:0] b,
    output [6:0] seg_L,
    output [3:0] anode_L     
    );
    wire [15:0] display;
    wire nclk;
    scroll uut1 (.clk(nclk), .rst(rst), .selL(b[0]), .display(display));
    slow_clkgen uut2(.clk(clk), .rst(rst), .selL(b[0]), .clk_out(nclk));
    seg7_driver uut3 (.clk(clk), .rst(rst), .sel(sel), .selL(b[0]), .value(display), .anode_d(4'b0000), .seg_L(seg_L), .anode_L(anode_L));
endmodule
`timescale 1ns / 1ps
module convert(
    input [3:0] x,
    input selL,
    output reg [3:0] y
);
    always @ * begin
        if (~selL) begin
            case (x)
                4'd0: y = 4'hA;
                4'd1: y = 4'hA;
                4'd2: y = 4'hC;
                4'd3: y = 4'h0;
                4'd4: y = 4'hF;
                4'd5: y = 4'hF;
                4'd6: y = 4'hE;
                4'd7: y = 4'hE;
                4'd8: y = 4'hA;
                4'd9: y = 4'h1;
                4'd10: y = 4'h5;
                4'd11: y = 4'hA;
                4'd12: y = 4'h9;
                4'd13: y = 4'h0;
                4'd14: y = 4'h0;
                4'd15: y = 4'hD;
                default: y = 4'b0000;  
            endcase
        end
        else begin
            y = x;
        end
    end
endmodule
`timescale 1ns / 1ps
module scroll(
        input clk,
        input rst,
        input selL,
        output [15:0] display
    );
    reg [3:0] cnt;
    reg [3:0] a,b,c,d;
    always@(posedge(clk))
        if (rst)
            cnt <= 4'b0;
        else
            cnt <= cnt + 1'b1;
    always@(posedge(clk))
        begin
            a <= cnt;
            b <= a;
            c <= b;
            d <= c;
        end
    convert uut4(.x(a), .selL(selL), .y(display[3:0]));
    convert uut5(.x(b), .selL(selL), .y(display[7:4]));
    convert uut6(.x(c), .selL(selL), .y(display[11:8]));
    convert uut7(.x(d), .selL(selL), .y(display[15:12]));
endmodule
`timescale 1ns / 1ps
module seg7_driver(
    input clk,                   
    input rst,                   
    input sel,                  
    input selL,
    input [15:0] value,        
    input [3:0] anode_d,         
    output reg [6:0] seg_L,      
    output reg [3:0] anode_L     
    );
	wire [1:0] seg7_clk;
	wire [15:0] value_sel;
	reg [19:0] count;      
    reg [3:0] selnum;
    always@(posedge(clk))
	   if (rst)         
		  count <= 20'b0;
	   else
		  count <= count+1'b1;
	assign seg7_clk = count[19:18];	    
	assign value_sel = (sel) ? {8'hAA, benchNo_10, benchNo_1} : value;
    always @ *          
    begin
         case (seg7_clk)    
            2'd0 :  begin
                        anode_L = {1'b1, 1'b1, 1'b1, anode_d[0]};
                        selnum = value_sel[3:0];
                    end
            2'd1 :  begin
                        anode_L = {1'b1, 1'b1, anode_d[1], 1'b1};
                        selnum = value_sel[7:4];
                    end
            2'd2 :  begin
                        anode_L = {1'b1, anode_d[2], 1'b1, 1'b1};
                        selnum = value_sel[11:8];
                    end
            2'd3 :  begin
                        anode_L = {anode_d[3], 1'b1, 1'b1, 1'b1};
                        selnum = value_sel[15:12];
                    end
        endcase
    end
    wire [3:0] benchNo_10 = 4'd0;   
    wire [3:0] benchNo_1 = 4'd5;    
    always @*
    begin
        if (~selL) begin
            case (selnum)
                4'd0  : seg_L = 7'b100_0000;
                4'd1  : seg_L = 7'b111_1001;
                4'd2  : seg_L = 7'b010_0100;
                4'd3  : seg_L = 7'b011_0000;            
                4'd4  : seg_L = 7'b001_1001;
                4'd5  : seg_L = 7'b001_0010;
                4'd6  : seg_L = 7'b000_0010;
                4'd7  : seg_L = 7'b111_1000;
                4'd8  : seg_L = 7'b000_0000;
                4'd9  : seg_L = 7'b001_0000;
                4'd11 : seg_L = 7'b000_0011;
                4'd12 : seg_L = 7'b100_0110;
                4'd13 : seg_L = 7'b010_0001;
                4'd14 : seg_L = 7'b000_0110;
                4'd15 : seg_L = 7'b000_1110;        
                default:seg_L = 7'b111_1111;
            endcase
        end
        else begin
            case (selnum)
                4'd0  : seg_L = 7'b111_1111; 
                4'd1  : seg_L = 7'b111_1111; 
                4'd2  : seg_L = 7'b100_1111; 
                4'd3  : seg_L = 7'b111_1111;      
                4'd4  : seg_L = 7'b100_0111; 
                4'd5  : seg_L = 7'b100_0000; 
                4'd6  : seg_L = 7'b100_0001; 
                4'd7  : seg_L = 7'b000_0110;
                4'd8  : seg_L = 7'b111_1111;
                4'd9  : seg_L = 7'b001_1001;
                4'd10 : seg_L = 7'b100_0000;
                4'd11 : seg_L = 7'b110_0011;        
                default:seg_L = 7'b111_1111;
            endcase
         end
    end
endmodule
module slow_clkgen (input clk, rst, selL, output reg clk_out);
	reg [30:0] counter;
	always @(posedge clk)
	begin
         if (rst)
             counter <= 30'd0;
         else
             counter <= counter + 1'b1;
	end
    always @ * begin
        if (~selL) begin    
            clk_out = counter[24];
        end
        else begin
            clk_out = counter[25];
        end
    end
endmodule
```
==> flow_summary.toml <==
# implementation run metrics
[final_timing]
maxClockFrequency_mhz = 290
final.period_utilization_pct = 98.5
setup_slack_ns = 0.0519
number_of_slew_limit_violations_in_the_final_report = 0
report.final.setup_viol = 0
endpoints_left_unconstrained = 36
tightestPinTransition_ns = 0.616
final_layout_setup_total_negative_slack_ns = 0
grt_setup_unrepaired = "true"
fin_skew_ns = 0.00856
final.min_clock_period_ns = 3.45
hold_vio_cnt_final = 0
unclocked_regs = 36
whs_ns = 0.473
slew_headroom_pct = 58.6

[synthesis]
synth_async_sr_flop_share_pct = 0
flop_cell = "dfxtp_1"
netlist-cell-type-count = 55
synth_area_per_cell_um2 = 9.05
synth.area.top_cells = "dfxtp_1 (42%), ha_1 (7.0%), nor2_1 (5.0%)"
yosys_area_um2 = 3910
syn_area_um2 = 3910
synthesis.instances = 432
synth_seq_share_pct = 42.0
yosys_warnings = 4
synth.largest_area_cell = "dfxtp_1"
synth-edff-count = 0
ys_cells = 432
synth-seq-cells = 82
yosysTopAreaCellShare_pct = 42.0

[global_route]
grt_first_pass_wirelength_um = 13100
gr-total-overflow = 0
maximum_number_of_pins_on_one_net_before_global_route_repair = 51
grtUsageTotal_pct = 19.9
antenna_violations_before_repair = 0
grt_pass1_vias = 2824

[setup_path]
start_kind = "input pin"
timing_worst_setup_path_type = "input pin to primary output"
arrival_ns = 2.75
worstPathMaxFanout = 5
critical_path_required_ns = 2.80
critPathCaptureType = "primary output"

[floorplan]
dieHeight_um = 90.4
initCoreUtil_pct = 52.7
i_o_pin_cnt = 15
rows = 31
dieArea_um2 = 8170
fp.dieW_um = 90.4
core_um2 = 7410

[clocking]
clk_pin_slew_worst_paths_ns = 0.09
numCtsBuffers = 5
tritoncts_clock_tree = "built"
cts-root-buf = "clkbuf_8"
holdBufCountCts = 0
htree_levels = 2
cts_max_path_buffers = 2
clock.latency.late_pin_ns = 0.30

[cells_and_area]
finalNonFillerCells = 586
share_of_layout_cells_above_drive_strength_1_pct = 23.6
flow.area_growth_from_synthesis_pct = 25.6

[power]
powerDensity_nw_per_um2 = 210
power.leakage_nw = 1.86
peakVddDrop_mv = 0.226

[job]
max_cap_viol_count = 0
warning_count = 42

[route]
antenna_cells = 0
wirelength_um = 7770
routed_wire_length_per_instance_um = 13.3
drtAntennaViolNets = 0
detail_route.first_pass.iterations = 4
drt_iter0_markers = 84
route.vias.total = 3102
route.detailed.drc = 0
average_via_count_per_standard_cell = 5.29

[place]
buffers_on_ports = 14
gpl.final_weighted_congestion = 0.889
pre_cts_ws_ns = -0.752
placedCellCount = 557
place_hpwl_um = 5040

[run_status]
run_status = "finished clean"

[hold_path]
hp-class = "flop to flop"
## stage by stage
| stage | power, mW | utilization, % | cell area [um^2] |
|---|---|---|---|
| finish | 1.03 | 66.3 | 4910 |
| global placement | 0.667 | 58.2 | 4310 |
| detailed placement | 0.667 | 58.2 | 4310 |
| floorplan | 0.615 | - | 3910 |
| global route | 1.08 | 66.3 | 4910 |
| CTS | 1.03 | 65.5 | 4850 |
## layout make-up
type,count,area (um^2)
clock buffer,5,68.8
multi-input combinational,317,2400
fill,573,2500
clock inverter,3,23.8
sequential,82,1640
timing repair buffer,63,588
inverter,17,63.8
tap,99,124
## layout by cell type (no fill, tap or decap), drive strengths merged, types with 6 or more instances in the layout
cell,netlist,routed
a21oi,20,20
and3,9,9
buf,7,51
dfxtp,82,82
ha,22,22
inv,17,18
mux2,7,7
mux2i,8,8
nand2,31,31
nand2b,8,8
nand3,17,17
nand4,7,7
nor2,53,53
nor2b,6,6
nor3,7,7
o21ai,22,22
or3,13,13
xnor2,15,15
xor2,19,19
## layer usage
metal | vias up | track usage (%) | part of all wire [%]
li1 | 1620 | - | -
met3 | 8 | 2.31 | 2.9
met4 | 0 | 1.75 | 0.80
met1 | 1430 | 34.4 | 55
met2 | 44 | 28.8 | 42
met5 | - | 0 | 0
## where the power goes
group | internal, mW | leakage, nW | switching, mW
clock | 0.143 | 0.0408 | 0.186
sequential | 0.529 | 0.669 | 0.00518
combinational | 0.0913 | 1.15 | 0.0749
## synthesized netlist by cell type (3+ instances only)
cell type / n
dfxtp_1: 82
nor2_1: 52
nand2_1: 31
ha_1: 22
o21ai_0: 22
a21oi_1: 20
xor2_1: 19
inv_1: 17
nand3_1: 17
xnor2_1: 15
or3_1: 12
clkbuf_1: 10
and3_1: 9
mux2i_1: 8
nand2b_1: 8
mux2_2: 7
nand4_1: 7
nor3_1: 7
nor2b_1: 6
a31oi_1: 4
and4_1: 4
buf_2: 4
o22a_1: 4
a21boi_0: 3
## kinds of logic after synthesis
kind of cell | synth area share, %
XOR/XNOR | 7.62
AND-OR/OR-AND | 13.4
adder cells (fa/ha/maj) | 7.04
AND/OR/NAND/NOR | 20.9
flip-flops | 42.0
multiplexers | 5.22
buffers and inverters | 3.87
## path summary, 6_finish.rpt
path,startpoint,end,slack [ns],cells after the start
worst max-delay path,b[0],seg_L[5],0.05,10
worst min-delay path,uut2.counter[0]$_SDFF_PP0_,uut2.counter[0]$_SDFF_PP0_,0.47,1
worst max register to register,uut2.counter[0]$_SDFF_PP0_,uut2.counter[24]$_SDFF_PP0_,1.52,7
worst min register to register,uut2.counter[0]$_SDFF_PP0_,uut2.counter[0]$_SDFF_PP0_,0.47,1
## worst max-delay path: stages
cell and delay [ns]:
buf_8 0.11, buf_12 0.13, mux2_2 0.35, o21ai_4 0.20, a32oi_4 0.19, buf_6 0.16
or3b_1 0.37, a31oi_1 0.24, a2111oi_2 0.06, dlygate4sd2_1 0.24
## timing repair
| action | CTS | global route |
|---|---|---|
| setup buffers | 17 | 3 |
| resized | 72 | 20 |
| setup endpoints to repair | 7 | 6 |
| pin swaps | 19 | 15 |
| gates cloned | 4 | 0 |
No activity file was given, so power comes from the tool's default toggle rates.
