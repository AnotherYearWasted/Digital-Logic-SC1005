$ cat design/flow/run.sh
#!/bin/bash
# OpenROAD 26Q1-2900-gdf79404cd8, Yosys 0.63+post, stock flow scripts
make -C /OpenROAD-flow-scripts/flow DESIGN_CONFIG=/design/flow/config.mk WORK_HOME=/design/flow/orfs finish
$ cat design/flow/config.mk
export PLATFORM = sky130hd
export DESIGN_NAME = vaddoflow
export DESIGN_NICKNAME = vaddoflow
export VERILOG_FILES = /design/flow/design.v
export SDC_FILE = /design/flow/constraint.sdc
export NUM_CORES = 4
export LEC_CHECK = 1
export CORE_AREA = 10 10 70 70
export DIE_AREA = 0 0 80 80
$ cat design/flow/constraint.sdc
current_design vaddoflow

set clk_period 2.9
set clk_io_pct 0.2

create_clock -name clk0 -period $clk_period

set non_clock_inputs [all_inputs -no_clocks]
set_input_delay [expr $clk_period * $clk_io_pct] -clock clk0 $non_clock_inputs
set_output_delay [expr $clk_period * $clk_io_pct] -clock clk0 [all_outputs]
$ cat design/flow/design.v
`timescale 1ns / 1ps
module vaddoflow(
        input [3:0] a,
        input [3:0] b,
        output reg [6:0] seg_L,
        output reg oflow
    );
    reg [4:0] x;
    wire [6:0] seg_L_temp;
    wire [3:0] anode_L;
    always @*
        begin
            x = a + b;
            oflow = x[4];
        end
    vsevenseg uut (
        .x(x[3:0]), 
        .seg_L(seg_L_temp)
    );
    always @* begin
        seg_L = seg_L_temp;
    end
endmodule
`timescale 1ns / 1ps
module vsevenseg(
    input [3:0] x,          
   	output [6:0] seg_L,     
	output [3:0] anode_L    
	);
    reg [6:0] seg;	             
    assign anode_L = 4'b1100;
    assign seg_L = ~seg;
    always @*
        begin
            case (x)
                4'b0000: seg = 7'b0111111;  
                4'b0001: seg = 7'b0000110;  
                4'b0010: seg = 7'b1011011;  
                4'b0011: seg = 7'b1001111;  
                4'b0100: seg = 7'b1100110;  
                4'b0101: seg = 7'b1101101;  
                4'b0110: seg = 7'b1111101;  
                4'b0111: seg = 7'b0000111;  
                4'b1000: seg = 7'b1111111;  
                4'b1001: seg = 7'b1101111;  
                4'b1010: seg = 7'b1110111;  
                4'b1011: seg = 7'b1111100;  
                4'b1100: seg = 7'b0111001;  
                4'b1101: seg = 7'b1011110;  
                4'b1110: seg = 7'b1111001;  
                4'b1111: seg = 7'b1110001;  
                default: seg = 7'b0000000;  
            endcase
        end
endmodule
==> impl_metrics.csv <==
group,metric,value,unit
detailed_routing,ant_nets,0,
critical_path,cpLargestDelayFamily,"buffers and inverters",
floorplan,die_w,80,um
layout,finish.utilization,26.6,%
clock_network,ctsHoldBuffers,0,
synthesis,synth.distinct_cells,26,
global_route,grt_pass1_vias,549,
synthesis,syn_area,412,um2
synthesis,top_cell_area_share,21.3,%
detailed_routing,post_drt_wl_per_cell,10.4,um
min_path,hold_path_depth,5,
place,place_congestion,0.843,
sta,fin_crit_sh,97.5,%
critical_path,worstSetupStartpointType,"input pin",
layout,clkbuf_count,0,
critical_path,cp_slowest_stage_delay,510,ps
critical_path,crit_fanout,4,
layout,final_common_cell,"buf_4",
critical_path,crit_start,"a[3]",
critical_path,crit_chain,"clkdlybuf4s50_1 > ha_4 > xor2_2 > buf_4 > buf_4 > a21oi_1 > a21boi_2 > clkdlybuf4s15_1",
global_route,grt_use_total,4.50,%
power,power,314,uW
sta,relSlewSlack,83.1,%
floorplan,num_rows,21,
layout,flops,0,
run,cap_violations,0,
critical_path,cp.arrival,2250,ps
place,numPortBuffers,16,
detailed_routing,wirelength,1520,um
min_path,min_to,"seg_L[2]",
layout,lay_top_cells,"27 x buf_4, 6 x buf_2, 5 x nand2_1",
power,leakagePower,0.424,nW
global_route,grt_pass1_wl,2460,um
layout,syn2layout_area_growth,121,%
floorplan,die_y,80,um
min_path,hold_start,"b[0]",
detailed_routing,num_vias,551,
sta,hold_violations,0,
global_route,gr-total-overflow,0,
synthesis,ys_warn_count,2,
floorplan,core,3420,um2
min_path,worstHoldPathType,"in -> out",
sta,fmax,354,MHz
detailed_routing,post_drt_via_cell_ratio,3.80,
synthesis,synth.avg_cell_area,7.35,um2
sta,timing.final.max_slew_violations,0,
power,ir_drop,0.126,mV
run,warnings,34,
synthesis,area_leaders,"ha_1 21%, nand2_1 6.4%, nor2_1 5.5%",
critical_path,crit_top_cell,"buf_4",
power,p_per_area,346,nW/um2
layout,drive_above_1_share,59.6,%
synthesis,top_area_cell,"ha_1",
place,placed_area,708,um2
critical_path,endpoint_kind,"primary output",
critical_path,critPathRequiredTime,2320,ps
synthesis,ys_area,412,um2
critical_path,setup.worst_path.class,"in -> out",
critical_path,cpMaxStageDelayCell,"clkdlybuf4s50_1",
sta,tightest_slew,254,ps
layout,flop_area,0,um2
global_route,antenna_found_initial,0,
detailed_routing,first_pass_iters,3,
floorplan,chipArea,6400,um2
run_status,status,"completed",
global_route,grt_max_degree,7,
detailed_routing,remaining_drc_errors,0,
synthesis,ys_cells,56,
sta,setup_violations,0,
layout,stdcell_area,908,um2
floorplan,io_pins,16,
floorplan,initial_core_util,12.1,%
critical_path,crit_buf_inv,4,
detailed_routing,drtIter0Drc,25,
place,dp_hpwl,974,um
sta,hold_ws,1690,ps
synthesis,syn_inst,56,
synthesis,postSynthSeqShare,0,%
sta,fin_crit,2830,ps
detailed_routing,n_antenna_cell,0,
-- final cells by class --
type | count | area (um2)
Fill cell | 375 | 2510
Multi-Input combinational cell | 49 | 498
Timing Repair Buffer | 45 | 334
Tap cell | 46 | 57.6
Inverter | 5 | 18.8
-- power by group --
part / total (mW) / switching, mW / internal (mW)
logic: 0.314 / 0.131 / 0.183
registers: 0 / 0 / 0
clock network: 0 / 0 / 0
total: 0.314 / 0.131 / 0.183
-- cells in the mapped netlist, types with 2 or more instances --
library cell and count:
ha_1 7, nand2_1 7, nor2_1 6, inv_1 5, o21ai_0 4, nor3_1 3, a21oi_1 2, mux2i_1 2
nand3_1 2, xnor2_1 2
-- through the flow --
step                setup TNS (ps)  setup WS (ps)  instances
floorplan                        0            323         56
global placement             -4310           -678        129
detailed placement           -4470           -707        129
CTS                              0           12.0        142
global route               -0.0140        -0.0140        145
finish                           0           73.5        145
-- layer usage --
metal  up-vias  routed length (um)  global-route usage [%]
met5         -                   0                       0
met2        10                 714                    7.46
met4         0                   0                       0
met3         0                  57                   0.568
met1       261                 743                    6.40
li1        280                   -                       -
-- what timing repair did --
item | in CTS | in global routing
pin swaps | 15 | 8
buffers inserted | 12 | 3
cloned | 1 | 0
endpoints found under the setup margin | 8 | 5
resized | 47 | 11
hold endpoints to repair | 0 | 0
-- kinds of logic after synthesis --
family	count (synthesis)	synth area share [%]
buffers and inverters	7	9.12
and+or+nand+nor	20	21.0
muxes	2	4.86
adders and majority gates	8	26.1
AOI/OAI and AO/OA	14	24.6
xor gates and xnor gates	5	14.3
-- worst min-delay path, delay by kind of cell --
family / cells / cell delay (ps)
compound gates: 1 / 50
fa+ha+maj: 1 / 150
buf+inv: 3 / 330
-- worst max-delay path by stage --
stage | end | slack, ps | cells after the start
5_1_grt | seg_L[3] | -0.01 | 11
6_report | seg_L[4] | 70 | 8
4_1_cts | seg_L[4] | 10 | 10
Power and IR drop assume default switching activity.
